[run.sh]
#!/bin/bash
# OpenROAD 26Q1-2900-gdf79404cd8, Yosys 0.63+post, stock flow scripts
make -C /OpenROAD-flow-scripts/flow DESIGN_CONFIG=/design/flow/config.mk WORK_HOME=/design/flow/orfs finish
[config.mk]
export PLATFORM = sky130hd
export DESIGN_NAME = btb_array
export DESIGN_NICKNAME = btb_array
export VERILOG_FILES = /design/flow/design.v
export SDC_FILE = /design/flow/constraint.sdc
export NUM_CORES = 4
export LEC_CHECK = 1
export CORE_UTILIZATION = 40
[constraint.sdc]
current_design btb_array

set clk_period 3.8
set clk_io_pct 0.2

create_clock -name clk0 -period $clk_period [get_ports {clk}]

set non_clock_inputs [all_inputs -no_clocks]
set_input_delay [expr $clk_period * $clk_io_pct] -clock clk0 $non_clock_inputs
set_output_delay [expr $clk_period * $clk_io_pct] -clock clk0 [all_outputs]
[design.v]
package lc3b_types;
typedef logic	[15:0]	lc3b_word;
typedef logic	[7:0] 	lc3b_byte;
typedef logic	[1:0] 	lc3b_2bit;
typedef logic	[2:0] 	lc3b_3bit;
typedef logic	[10:0]	lc3b_offset11;
typedef logic	[8:0]	lc3b_offset9;
typedef logic	[5:0]	lc3b_offset6;
typedef logic	[7:0]	lc3b_trapvect8;
typedef logic	[4:0]	lc3b_imm5;
typedef logic	[3:0]	lc3b_imm4;
typedef logic	[2:0]	lc3b_reg;
typedef logic	[2:0]	lc3b_nzp;
typedef logic	[1:0]	lc3b_mem_wmask;
typedef logic	[3:0]		lc3b_c_index;
typedef logic	[2:0]		lc3b_c_offset;
typedef logic	[7:0]		lc3b_cache_tag;
typedef logic	[127:0]	lc3b_cache_line;
typedef logic	[255:0]	lc3b_256;
typedef logic	[2:0] lc3b_l2_index;
typedef logic	[7:0] lc3b_l2_tag;
typedef logic	[1:0] lc3b_mux4sel;
typedef logic	[2:0] lc3b_mux8sel;
typedef logic	[2:0] lc3b_dec3sel;
typedef struct packed
{
	logic btb_hit;
	logic pht_taken;
} lc3b_brp_bits;
typedef enum bit [3:0] {
    op_add  = 4'b0001,
    op_and  = 4'b0101,
    op_br   = 4'b0000,
    op_jmp  = 4'b1100,    
    op_jsr  = 4'b0100,    
    op_ldb  = 4'b0010,
    op_ldi  = 4'b1010,
    op_ldr  = 4'b0110,
    op_lea  = 4'b1110,
    op_not  = 4'b1001,
    op_rti  = 4'b1000,
    op_shf  = 4'b1101,
    op_stb  = 4'b0011,
    op_sti  = 4'b1011,
    op_str  = 4'b0111,
    op_trap = 4'b1111
} lc3b_opcode;
typedef enum bit [3:0] {
    alu_add,
    alu_and,
    alu_not,
    alu_pass,
    alu_sll,
    alu_srl,
    alu_sra
} lc3b_aluop;
typedef struct packed {
	logic			id_storemux_sel;
	lc3b_3bit		ex_alumux_sel;
	lc3b_aluop		ex_aluop;
	logic			data_mem_read;
	logic			data_mem_readi;
	logic			data_mem_write;
	logic			data_mem_writei;
	logic			mem_jinst;
	logic			mem_rdatamux_sel;
	lc3b_2bit		wb_regfile_sel;
	logic			wb_load_cc;
	logic			wb_destmux_sel;
	logic			wb_load_regfile;
} lc3b_control_word;
endpackage : lc3b_types
module btb_array #(parameter width = 16)
(
	input clk,
	input logic write,
    input logic [3:0] read_index,
	input logic [3:0] write_index,
    input logic [width-1:0] datain,
    output logic [width-1:0] dataout
);
logic [width-1:0] data [15:0];
initial
begin
    for (int i = 0; i < $size(data); i++)
    begin
        data[i] = 1'b0;
    end
end
always_ff @(posedge clk)
begin
    if (write == 1)
    begin
        data[write_index] = datain;
    end
end
assign dataout = data[read_index];
endmodule : btb_array
==> impl_metrics.xml <==
<?xml version="1.0" encoding="UTF-8"?>
<metrics>
  <group name="run_status">
    <metric name="status" unit="">finished clean</metric>
  </group>
  <group name="hold_path">
    <metric name="holdCritPathClass" unit="">primary input to register</metric>
    <metric name="hold_start" unit="">datain[12]</metric>
  </group>
  <group name="setup_path">
    <metric name="critical_path_peak_fanout" unit="">19</metric>
    <metric name="critPathArrivalTime" unit="ps">2560</metric>
    <metric name="setup.worst_path.start" unit="">read_index[0]</metric>
    <metric name="cp_slowest_cell" unit="">mux4_1</metric>
    <metric name="setup.worst_path.end_class" unit="">primary output</metric>
    <metric name="criticalPathCategory" unit="">primary input to primary output</metric>
    <metric name="timing.critical_path.required" unit="ps">3040</metric>
    <metric name="critical_path.max_stage_delay" unit="ps">570</metric>
    <metric name="start_kind" unit="">primary input</metric>
    <metric name="path_cells" unit="">buf_4 &gt; buf_12 &gt; mux4_1 &gt; a22oi_1 &gt; nand2_1 &gt; clkdlybuf4s50_1</metric>
  </group>
  <group name="clock_network">
    <metric name="cts_made_buffers" unit="">26</metric>
    <metric name="postCtsResizedCells" unit="">0</metric>
    <metric name="h-tree-depth" unit="">1</metric>
    <metric name="cts-root-buf" unit="">clkbuf_16</metric>
    <metric name="worst_setup_hold_path_clk_slew" unit="ps">60</metric>
    <metric name="cts_post_setup_buffers_inserted" unit="">0</metric>
    <metric name="hold_bufs_inserted_after_cts" unit="">0</metric>
    <metric name="cts.path.max_buffers" unit="">3</metric>
    <metric name="tritoncts_clock_tree" unit="">yes</metric>
    <metric name="clock_sink_count" unit="">256</metric>
  </group>
  <group name="placed_design">
    <metric name="gp_congestion" unit="">0.7893</metric>
    <metric name="place.detailed.hpwl" unit="mm">10.96</metric>
    <metric name="io_buffer_count" unit="">41</metric>
    <metric name="dp_cells" unit="">783</metric>
  </group>
  <group name="logic_synthesis">
    <metric name="mappedNetlistArea" unit="mm²">0.009723</metric>
    <metric name="netlist.top_cell.by_area" unit="">edfxtp_1</metric>
    <metric name="post-synth-top-area-fraction" unit="">0.7906</metric>
    <metric name="postSynthCellCount" unit="">416</metric>
    <metric name="yosys_warnings" unit="">1</metric>
    <metric name="share_of_synthesized_area_occupied_by_flip_flops_and_latches" unit="">0.7906</metric>
    <metric name="synth.yosys.chip_area" unit="mm²">0.009723</metric>
    <metric name="synth-cells-yosys" unit="">416</metric>
    <metric name="register_bit_total_from_synthesis" unit="">256</metric>
    <metric name="syn_area_per_cell" unit="µm²">23.37</metric>
    <metric name="area_leaders" unit="">edfxtp_1, mux4_2, mux4_1</metric>
    <metric name="synthDistinctLibCells" unit="">18</metric>
  </group>
  <group name="timing">
    <metric name="final.min_clock_period" unit="ps">3319</metric>
    <metric name="finalSetupViolCount" unit="">0</metric>
    <metric name="fin_hold_ws" unit="ps">1136</metric>
    <metric name="period_used_share" unit="">0.8734</metric>
    <metric name="slew_viol_final" unit="">0</metric>
    <metric name="timing.setup.tns" unit="ps">0</metric>
    <metric name="tightestPinTransition" unit="ps">844.9</metric>
    <metric name="finalHoldViolCount" unit="">0</metric>
    <metric name="rsz0062_at_grt" unit="">false</metric>
    <metric name="timing.fmax" unit="MHz">301.3</metric>
    <metric name="slew_headroom" unit="">0.4337</metric>
  </group>
  <group name="layout">
    <metric name="mostFrequentLayoutCells" unit="">edfxtp_1, mux4_2, clkdlybuf4s50_1, a22oi_1, clkbuf_16</metric>
    <metric name="layoutNonFillerInstCount" unit="">830</metric>
    <metric name="fin_util" unit="">0.4871</metric>
    <metric name="final_common_cell" unit="">edfxtp_1</metric>
    <metric name="largest_register_ff_count" unit="">256</metric>
    <metric name="final_layout_fill_cell_count" unit="">1905</metric>
    <metric name="layout-drive-gt1-share" unit="">0.2642</metric>
    <metric name="layout-area-overhead-vs-synth" unit="%">18.65</metric>
  </group>
  <group name="grt">
    <metric name="grt_pass1_wl" unit="mm">29.10</metric>
    <metric name="first_global_vias" unit="">4984</metric>
    <metric name="grt-ovfl-total" unit="">0</metric>
    <metric name="number_of_antenna_violations_at_the_first_check_in_global_routing" unit="">0</metric>
    <metric name="groute.usage.overall" unit="">0.1814</metric>
    <metric name="maximum_number_of_pins_on_one_net_before_global_route_repair" unit="">27</metric>
  </group>
  <group name="route">
    <metric name="drt_iter0_drc" unit="">292</metric>
    <metric name="vias_per_cell" unit="">5.434</metric>
    <metric name="insertedDiodeCount" unit="">0</metric>
    <metric name="drc" unit="">0</metric>
    <metric name="detail_route.wl_per_cell" unit="µm">23.53</metric>
    <metric name="drt_antenna_net_count" unit="">0</metric>
    <metric name="drtPass1Iterations" unit="">4</metric>
    <metric name="finalWirelength" unit="mm">19.53</metric>
    <metric name="via_count" unit="">4510</metric>
  </group>
  <group name="run">
    <metric name="tool_warnings" unit="">25</metric>
    <metric name="maxCapViolations" unit="">0</metric>
  </group>
  <group name="die">
    <metric name="rows" unit="">56</metric>
    <metric name="design.die.area" unit="mm²">0.02494</metric>
    <metric name="die-width" unit="µm">157.9</metric>
    <metric name="chipHeight" unit="µm">157.9</metric>
    <metric name="floorplan.initialDensity" unit="">0.4106</metric>
    <metric name="io_pins" unit="">42</metric>
    <metric name="placeableCoreArea" unit="mm²">0.02368</metric>
  </group>
  <group name="power_and_ir_drop">
    <metric name="static-leakage-power" unit="nW">3.656</metric>
    <metric name="power.density_cell_area" unit="mW/mm²">512.3</metric>
    <metric name="power.ir.vdd_worst" unit="µV">300.0</metric>
  </group>
</metrics>
[cell type report]
type | count | area [µm²] | area share
repair buffers | 69 | 675.6 | 0.05857
clock inverters | 12 | 106.4 | 0.009219
multi-input cells | 139 | 1962 | 0.1701
flip-flops and latches | 256 | 7687 | 0.6664
clock buffers | 35 | 705.7 | 0.06117
well taps | 319 | 399.1 | 0.03460
[critical path: cells and delay by family]
| family | cells | cell delay, ps |
|---|---|---|
| mux | 1 | 570 |
| simple gates | 1 | 130 |
| buf+inv | 3 | 890 |
| compound gates | 1 | 200 |
[synthesized netlist by cell type (all sizes together)]
cell    instances
clkbuf          8
nand3           1
edfxtp        256
a22oi          32
nor2b           2
or3b            1
nand2b          2
and2            1
buf            13
nor3            4
nand2          17
nand3b          2
mux4           64
nor2           13
[path summary, 6_finish.rpt]
| check | endpoint | slack, ps | cells after the start |
|---|---|---|---|
| max | dataout[10] | 480 | 6 |
| min | data[0][12]$_DFFE_PP_ | 1140 | 1 |
[routing by layer]
| metal | global-route usage | wire length, µm | vias to the layer above | share of wire |
|---|---|---|---|---|
| met2 | 0.2675 | 9163 | 312 | 0.47 |
| li1 | - | - | 1940 | - |
| met3 | 0.1463 | 3339 | 27 | 0.17 |
| met5 | 0 | 0 | - | 0 |
| met4 | 0.02774 | 326 | 0 | 0.017 |
| met1 | 0.2190 | 6699 | 2231 | 0.34 |
[report_power, final]
part / switching, mW / internal [mW]
registers: 0.0112 / 3.17
clock network: 0.977 / 1.43
logic: 0.163 / 0.161
[logic make-up after synthesis]
group                  share of synthesized area
flip-flops                                0.7906
multiplexers                              0.1521
AND/OR/NAND/NOR                          0.01982
AND-OR/OR-AND                            0.02471
buffers and inverters                    0.01274
[metrics by stage]
| step | area [µm²] | power, mW | setup WS [ps] |
|---|---|---|---|
| final | 11540 | 5.910 | 480.9 |
| after global routing | 11540 | 6.099 | 356.0 |
| after CTS | 11540 | 5.955 | 450.4 |
| after detailed placement | 10720 | 3.566 | 465.8 |
| after global placement | 10720 | 3.558 | 454.3 |
| after floorplan | 9723 | 3.394 | 984.9 |
Power figures rest on the tool's default switching activity, not on a simulated workload.
