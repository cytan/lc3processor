**flow/design.v**
```verilog
package lc3b_types;
typedef logic	[15:0]	lc3b_word;
typedef logic	[7:0] 	lc3b_byte;
typedef logic	[1:0] 	lc3b_2bit;
typedef logic	[2:0] 	lc3b_3bit;
typedef logic	[10:0]	lc3b_offset11;
typedef logic	[8:0]	lc3b_offset9;
typedef logic	[5:0]	lc3b_offset6;
typedef logic	[7:0]	lc3b_trapvect8;
typedef logic	[4:0]	lc3b_imm5;
typedef logic	[3:0]	lc3b_imm4;
typedef logic	[2:0]	lc3b_reg;
typedef logic	[2:0]	lc3b_nzp;
typedef logic	[1:0]	lc3b_mem_wmask;
typedef logic	[3:0]		lc3b_c_index;
typedef logic	[2:0]		lc3b_c_offset;
typedef logic	[7:0]		lc3b_cache_tag;
typedef logic	[127:0]	lc3b_cache_line;
typedef logic	[255:0]	lc3b_256;
typedef logic	[2:0] lc3b_l2_index;
typedef logic	[7:0] lc3b_l2_tag;
typedef logic	[1:0] lc3b_mux4sel;
typedef logic	[2:0] lc3b_mux8sel;
typedef logic	[2:0] lc3b_dec3sel;
typedef struct packed
{
	logic btb_hit;
	logic pht_taken;
} lc3b_brp_bits;
typedef enum bit [3:0] {
    op_add  = 4'b0001,
    op_and  = 4'b0101,
    op_br   = 4'b0000,
    op_jmp  = 4'b1100,    
    op_jsr  = 4'b0100,    
    op_ldb  = 4'b0010,
    op_ldi  = 4'b1010,
    op_ldr  = 4'b0110,
    op_lea  = 4'b1110,
    op_not  = 4'b1001,
    op_rti  = 4'b1000,
    op_shf  = 4'b1101,
    op_stb  = 4'b0011,
    op_sti  = 4'b1011,
    op_str  = 4'b0111,
    op_trap = 4'b1111
} lc3b_opcode;
typedef enum bit [3:0] {
    alu_add,
    alu_and,
    alu_not,
    alu_pass,
    alu_sll,
    alu_srl,
    alu_sra
} lc3b_aluop;
typedef struct packed {
	logic			id_storemux_sel;
	lc3b_3bit		ex_alumux_sel;
	lc3b_aluop		ex_aluop;
	logic			data_mem_read;
	logic			data_mem_readi;
	logic			data_mem_write;
	logic			data_mem_writei;
	logic			mem_jinst;
	logic			mem_rdatamux_sel;
	lc3b_2bit		wb_regfile_sel;
	logic			wb_load_cc;
	logic			wb_destmux_sel;
	logic			wb_load_regfile;
} lc3b_control_word;
endpackage : lc3b_types
import lc3b_types::*;
module chline
(
	input 	offset,
	input [255:0]	a,
	input [127:0]	b,
	output logic [255:0]	f
);
always_comb
begin
	if (offset)
		f = {b, a[127:0]};
	else
		f = {a[255:128], b};
end
endmodule : chline
```
**flow/run.sh**
```bash
#!/bin/bash
# OpenROAD 26Q1-2900-gdf79404cd8, Yosys 0.63+post, stock flow scripts
make -C /OpenROAD-flow-scripts/flow DESIGN_CONFIG=/design/flow/config.mk WORK_HOME=/design/flow/orfs finish
```
**flow/config.mk**
```make
export PLATFORM = sky130hd
export DESIGN_NAME = chline
export DESIGN_NICKNAME = chline
export VERILOG_FILES = /design/flow/design.v
export SDC_FILE = /design/flow/constraint.sdc
export NUM_CORES = 4
export LEC_CHECK = 1
export CORE_AREA = 10 10 251 251
export DIE_AREA = 0 0 261 261
```
**flow/constraint.sdc**
```tcl
current_design chline

set clk_period 1.0
set clk_io_pct 0.2

create_clock -name clk0 -period $clk_period

set non_clock_inputs [all_inputs -no_clocks]
set_input_delay [expr $clk_period * $clk_io_pct] -clock clk0 $non_clock_inputs
set_output_delay [expr $clk_period * $clk_io_pct] -clock clk0 [all_outputs]
```
==> flow_metrics.py <==
# Flow results
metrics = {
    "global_route": {
        "track_usage_pct": 9.839,
        "grt-ovfl-total": 0,
        "antenna_found_initial": 3,
        "grt_pass1_vias": 6127,
        "grt_pass1_wl_mm": 47.67,
        "grt_start_max_net_pins": 27,
    },
    "critical_path": {
        "critical_path_class": "input pin to output pin",
        "crit_path_end_kind": "output pin",
        "cp.required_ns": 0.80,
        "worst_ep_arrival_time_ns": 1.49,
        "start_kind": "input pin",
        "critPathMaxFanout": 5,
    },
    "hold_path": {
        "worst_hold_path.endpoint": "f[42]",
        "min_path_cells": 3,
        "hold_start": "b[42]",
        "hp-class": "input pin to output pin",
    },
    "pwr": {
        "power_density_mw_per_mm2": 440.6,
        "leakage_uw": 0.006321,
        "p_total_uw": 5748,
        "vdd_ir_drop_max_v": 0.0002173,
    },
    "synth": {
        "synth_warnings": 1,
        "ys_seq_share_pct": 0,
        "syn_area_mm2": 0.003188,
        "netlist_instances": 284,
        "yosysChipArea_mm2": 0.003188,
        "ys_cells": 284,
        "synth.distinct_cells": 4,
        "avgSynthCellArea_um2": 11.23,
    },
    "place": {
        "dp_hpwl_mm": 31.29,
        "port_buffers": 641,
        "dp_slack_ns": -0.9150,
        "gp_congestion": 0.9052,
    },
    "drt": {
        "ant_nets": 0,
        "drt-total-wl_mm": 39.92,
        "first_iter_violations": 314,
        "via_per_inst": 3.194,
        "num_vias": 5925,
        "dr.pass1.iters": 4,
        "drc": 0,
        "detail_route.wl_per_cell_um": 21.52,
    },
    "timing": {
        "relSlewSlack_pct": 86.15,
        "fin_ws_ns": -0.6936,
        "clock.fmax_mhz": 590.4,
        "whs_ns": 0.7481,
        "hold_violations": 0,
        "fin_setup_tns_ns": -113.18,
        "tightest_slew_ns": 0.2071,
        "rsz0062_at_grt": "true",
        "finalClockPeriodUsage_pct": 169.4,
        "drv_slew": 0,
        "layout_min_cycle_time_ns": 1.694,
        "setup_viol": 256,
    },
    "cts": {
        "cts_hold_buf": 0,
    },
    "job": {
        "drv_cap": 0,
        "openroad.warnings": 34,
    },
    "die": {
        "ios": 641,
        "fp.dieW_um": 261,
        "die_y_um": 261,
        "chipArea_mm2": 0.06812,
        "rows": 88,
        "coreArea_mm2": 0.05759,
        "fp_util_pct": 5.536,
    },
    "run_status": {
        "status": "finished, violations left",
        "violations": "setup timing",
    },
    "final_layout": {
        "regArea_um2": 0,
        "areaGrowthSynthToFinish_pct": 309.2,
        "flops": 0,
        "final_util_pct": 22.66,
        "comb_area_mm2": 0.003547,
        "layout-drive-gt1-share_pct": 59.15,
        "layout_top_cell": "clkdlybuf4s50_1",
        "num-clock-buffers": 0,
        "lay_top_cells": "clkdlybuf4s50_1, mux2_4, buf_6",
        "nFillCells": 6058,
    },
}
==> kinds of logic (layout without fill, tap and decap cells) <==
logic type / Yosys count / in the layout / synth area share [%]
buf+inv: 28 / 831 / 9.576
other cells: 0 / 3 / 0
mux: 256 / 256 / 90.42
==> how the worst max path moves through the flow <==
| stage | end | depth (start not counted) | from |
|---|---|---|---|
| 6_report | f[179] | 9 | offset |
| 5_1_grt | f[179] | 9 | offset |
| 4_1_cts | f[216] | 5 | offset |
==> synthesized netlist by cell type, drive strengths merged <==
library cell | count | area (um^2)
mux2 | 256 | 2883
buf | 28 | 305.3
==> cell type report <==
class / count / share of cell area [%]
timing repair buffer: 831 / 65.42
multi-input combinational: 256 / 27.19
tap: 765 / 7.337
antenna: 3 / 0.05754
==> metal layers <==
metal,part of all wire [%],track usage [%],vias to the layer above
li1,-,-,2714
met1,38,10.81,2748
met2,50,18.04,430
met3,10,3.421,33
met4,1.9,1.846,0
met5,0,0,-
==> through the flow <==
stage	std cells	area, um^2
floorplan	284	3192
global placement	1704	10650
detailed placement	1704	10650
CTS	1758	11450
global route	1855	13050
finish	1855	13050
==> critical path, stage by stage <==
cell and delay [ns]:
buf_16 0.13, buf_16 0.16, buf_16 0.14, buf_12 0.12, buf_6 0.11, buf_6 0.11, buf_4 0.12, mux2_2 0.26
buf_2 0.12
==> where the power goes <==
| group | leakage, uW | total, uW | switching [uW] | internal (uW) |
|---|---|---|---|---|
| clock | 0.0000000190 | 0.000409 | 0 | 0.000409 |
| combinational | 0.00632 | 5750 | 1630 | 4120 |
| sequential | 0 | 0 | 0 | 0 |
| total | 0.00632 | 5750 | 1630 | 4120 |
==> timing repair <==
item	in CTS	in global routing
setup endpoints to repair	256	256
cloned	10	10
buffers inserted	45	107
resized	463	548
Power and IR drop assume default switching activity.
