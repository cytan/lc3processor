[flow/config.mk]
export PLATFORM = sky130hd
export DESIGN_NAME = l2_array_b
export DESIGN_NICKNAME = l2_array_b
export VERILOG_FILES = /design/flow/design.v
export SDC_FILE = /design/flow/constraint.sdc
export NUM_CORES = 4
export LEC_CHECK = 1
export CORE_UTILIZATION = 50
[flow/constraint.sdc]
current_design l2_array_b

set clk_period 9.5
set clk_io_pct 0.2

create_clock -name clk0 -period $clk_period [get_ports {clk}]

set non_clock_inputs [all_inputs -no_clocks]
set_input_delay [expr $clk_period * $clk_io_pct] -clock clk0 $non_clock_inputs
set_output_delay [expr $clk_period * $clk_io_pct] -clock clk0 [all_outputs]
[flow/design.v]
package lc3b_types;
typedef logic	[15:0]	lc3b_word;
typedef logic	[7:0] 	lc3b_byte;
typedef logic	[1:0] 	lc3b_2bit;
typedef logic	[2:0] 	lc3b_3bit;
typedef logic	[10:0]	lc3b_offset11;
typedef logic	[8:0]	lc3b_offset9;
typedef logic	[5:0]	lc3b_offset6;
typedef logic	[7:0]	lc3b_trapvect8;
typedef logic	[4:0]	lc3b_imm5;
typedef logic	[3:0]	lc3b_imm4;
typedef logic	[2:0]	lc3b_reg;
typedef logic	[2:0]	lc3b_nzp;
typedef logic	[1:0]	lc3b_mem_wmask;
typedef logic	[3:0]		lc3b_c_index;
typedef logic	[2:0]		lc3b_c_offset;
typedef logic	[7:0]		lc3b_cache_tag;
typedef logic	[127:0]	lc3b_cache_line;
typedef logic	[255:0]	lc3b_256;
typedef logic	[2:0] lc3b_l2_index;
typedef logic	[7:0] lc3b_l2_tag;
typedef logic	[1:0] lc3b_mux4sel;
typedef logic	[2:0] lc3b_mux8sel;
typedef logic	[2:0] lc3b_dec3sel;
typedef struct packed
{
	logic btb_hit;
	logic pht_taken;
} lc3b_brp_bits;
typedef enum bit [3:0] {
    op_add  = 4'b0001,
    op_and  = 4'b0101,
    op_br   = 4'b0000,
    op_jmp  = 4'b1100,    
    op_jsr  = 4'b0100,    
    op_ldb  = 4'b0010,
    op_ldi  = 4'b1010,
    op_ldr  = 4'b0110,
    op_lea  = 4'b1110,
    op_not  = 4'b1001,
    op_rti  = 4'b1000,
    op_shf  = 4'b1101,
    op_stb  = 4'b0011,
    op_sti  = 4'b1011,
    op_str  = 4'b0111,
    op_trap = 4'b1111
} lc3b_opcode;
typedef enum bit [3:0] {
    alu_add,
    alu_and,
    alu_not,
    alu_pass,
    alu_sll,
    alu_srl,
    alu_sra
} lc3b_aluop;
typedef struct packed {
	logic			id_storemux_sel;
	lc3b_3bit		ex_alumux_sel;
	lc3b_aluop		ex_aluop;
	logic			data_mem_read;
	logic			data_mem_readi;
	logic			data_mem_write;
	logic			data_mem_writei;
	logic			mem_jinst;
	logic			mem_rdatamux_sel;
	lc3b_2bit		wb_regfile_sel;
	logic			wb_load_cc;
	logic			wb_destmux_sel;
	logic			wb_load_regfile;
} lc3b_control_word;
endpackage : lc3b_types
import lc3b_types::*;
module l2_array_b #(parameter width = 128)
(
    input clk,
    input write,
    input logic [3:0] index,
    input logic [width-1:0] datain,
    output logic [width-1:0] dataout
);
logic [width-1:0] data [15:0];
initial
begin
    for (int i = 0; i < $size(data); i++)
    begin
        data[i] = 1'b0;
    end
end
always_ff @(posedge clk)
begin
    if (write == 1)
    begin
        data[index] = datain;
    end
end
assign dataout = data[index];
endmodule : l2_array_b
[flow/run.sh]
#!/bin/bash
# OpenROAD 26Q1-2900-gdf79404cd8, Yosys 0.63+post, stock flow scripts
make -C /OpenROAD-flow-scripts/flow DESIGN_CONFIG=/design/flow/config.mk WORK_HOME=/design/flow/orfs finish
==> CHANGELOG.md <==
### Implementation results

- Placer Congestion: 0.7963
- Vias in the first global route: 39445
- Max Transition Viols Final: 0
- Yosys chip area: 76560 um^2
- Layout Cells excl Fill: 5728
- Yosys stat cell total: 3143
- Post-CTS resize count: 0
- Vias: 34731
- Clock Path Buffers: 3
- Post-route cell area: 88220 um^2
- CTS Buf Count: 201
- Initial antenna violation count: 28
- LEAKAGE: 27.60 nW
- Final Cycle Share: 74.56%
- Post-synth regs: 2048
- H-tree Lvls: 4
- Clock Tree Root: clkbuf_16
- Slew Limit Headroom: 38.88%
- Initial detailed-routing violation count: 2147
- Final Setup Violations: 0
- Main synth FF type: edfxtp_1
- Synth Instances: 3143
- Full die area: 154700 um^2
- # DRC: 0
- EDFF count, synth: 2048
- CTS tree: yes
- Synth Seq Share: 80.33%
- Crit Path Class: in -> out
- RSZ-0062 raised after global routing: false
- First-pass GRT wire length: roughly 260 mm
- Met3 Usage GRT: 19.02%
- Async S/R FF share, synth: 0%
- Least-Margin Pin Slew: 0.9147 ns
- Worst Hold Class: in -> reg
- Remaining antenna violation count: 0
- Post-CTS Setup Inserts: 0
- Hold worst-path end: data[0][21]$_DFFE_PP_
- CTS clk-pin slew, worst paths: 0.06 ns
- Die Ht: ~400 um
- VDD IR max: approximately 0.15 mV
- Post-Synthesis Cell Area: around 77000 um^2
- Pin count of the biggest net entering global routing: around 110
- Grt ovf: 0
- Placed Area: 81880 um^2
- Critical path required time: 7.60 ns
- Synth cell count leaders: edfxtp_1 (2048), mux4_2 (492), a22oi_1 (256), nand2_1 (129), clkbuf_1 (65)
- Post-DP HPWL: 89.31 mm
- FP Util: between 50% and 60%
- Worst EP arrival: approximately 5.2 ns
- Worst setup SP type: input port
- Met1 Usage GRT: between 30% and 40%
- Gr usage total: a little over a quarter
- Max reg flops: 2048
- Setup crit end kind: primary output
- Area leader share: 80.33%
- Outcome: completed
- Die Wd: 393.3 um
- Via/cell ratio: 6.063
- Syn-to-layout area delta: 15.23%
- Maxcap violations: 0
- Hold_sp: datain[21]
- Largest cells by area after synthesis: edfxtp_1 (80%), mux4_2 (14%), a22oi_1 (2.5%)
- Worst Hold Depth: 1
- Pwr/cell area: 212.6 nW/um^2
- Global route hottest layer: met2
- PortBufs: about 260
- Fraction of layout instances using a drive strength above 1: 23.80%
- Tally of OpenROAD warnings: 29
- Dpl cells: 5359
- Minimum clock period: around 7 ns
- Iteration tally of the first detailed-router pass: 5
- Row cnt: 143
- Yosys cell types: 19
- Post-synth top area cell: edfxtp_1
- Max Freq: about 140 MHz
- Post-Route WL: 174.2 mm
- Total power: 18.75 mW
- Met2 usage: 39.70%
- Clock sinks: about 2000
- Synth warnings: 1
- Crit path max fanout: 26
- Core ar.: 151900 um^2
- IO Count: 262
- Final Hold Fails: 0
- WL per Instance: 30.41 um
- Mean post-synth cell area: approximately 24 um^2
- Count leader, synth: edfxtp_1
- Post-cts hold-fix buffer tally: 0
-- cell families (layout without fill, tap and decap cells) --
family / after synthesis / after routing / synth area share [%]
flip-flops: 2048 / 2048 / 80.33
multiplexers: 512 / 512 / 15.16
AND-OR/OR-AND: 256 / 256 / 2.510
buffers and inverters: 172 / 726 / 1.204
AND/OR/NAND/NOR: 155 / 155 / 0.8008
other: 0 / 1 / 0
-- cell usage in the layout, fill, tap and decap left out, drive strengths merged --
| cell | count |
|---|---|
| clkinvlp | 2 |
| and2 | 1 |
| inv | 4 |
| or3b | 1 |
| clkbuf | 254 |
| buf | 99 |
| diode | 1 |
| mux4 | 512 |
| bufinv | 16 |
| nand3b | 2 |
| nor2b | 2 |
| nand2 | 129 |
| a22oi | 256 |
| clkinv | 92 |
| nand2b | 2 |
| nand3 | 1 |
| edfxtp | 2048 |
| nor3 | 4 |
| nor2 | 13 |
| clkdlybuf4s50 | 259 |
-- critical path, stage by stage --
cell and delay [ns]:
clkdlybuf4s50_1 0.68, nor2b_4 0.57, buf_4 0.56, buf_4 0.53, a22oi_1 0.20, nand2_1 0.10, clkdlybuf4s50_1 0.56
-- where the power goes --
group / internal, mW / switching, mW / leakage (nW)
Clock: 4.36 / 3.24 / 3.09
Sequential: 10.1 / 0.0377 / 18.5
Combinational: 0.453 / 0.534 / 6.01
Total: 14.9 / 3.81 / 27.6
-- stage by stage --
stage,hold slack [ns],TNS (ns),setup WS [ns],util [%]
CTS,1.913,0,2.447,58.07
finish,1.971,0,2.417,58.08
floorplan,1.999,-1222.92,-2.389,-
global route,1.974,0,2.311,58.08
detailed placement,2.813,0,2.448,53.90
global placement,2.762,0,2.492,53.90
-- final cells by class --
cell class / count / area [um^2]
Fill cell: 10414 / 63680
Multi-Input combinational cell: 923 / 14280
Tap cell: 2030 / 2540
Timing Repair Buffer: 358 / 3563
Sequential cell: 2048 / 61500
Antenna cell: 1 / 2.502
Clock buffer: 254 / 5271
Clock inverter: 114 / 1067
-- layer usage --
layer,part of all wire [%],wire (um),up-vias
met5,0.10,180,-
met4,1.8,3187,32
met3,16,28490,265
met2,51,89570,2544
met1,30,52780,17443
li1,-,-,14447
-- how the worst max path moves through the flow --
| stage | from | endpoint | slack (ns) | cells after the start |
|---|---|---|---|---|
| 6_report | index[3] | dataout[36] | 2.42 | 7 |
| 5_1_grt | index[3] | dataout[36] | 2.31 | 7 |
| 4_1_cts | index[3] | dataout[36] | 2.45 | 7 |
Power and IR drop assume default switching activity.
